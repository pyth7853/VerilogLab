File: /design/flow/config.mk
export PLATFORM = sky130hd
export DESIGN_NAME = PISO
export DESIGN_NICKNAME = PISO
export VERILOG_FILES = /design/flow/design.v
export SDC_FILE = /design/flow/constraint.sdc
export NUM_CORES = 4
export LEC_CHECK = 1
export CORE_AREA = 10 10 70 70
export DIE_AREA = 0 0 80 80
File: /design/flow/constraint.sdc
current_design PISO

set clk_period 1.0
set clk_io_pct 0.2

create_clock -name clk0 -period $clk_period [get_ports {Clock}]

set non_clock_inputs [all_inputs -no_clocks]
set_input_delay [expr $clk_period * $clk_io_pct] -clock clk0 $non_clock_inputs
set_output_delay [expr $clk_period * $clk_io_pct] -clock clk0 [all_outputs]
File: /design/flow/design.v
module PISO(Clock,Clear,Load,Data_In,SO);
input Clock,Clear,Load;
input [3:0]Data_In;
output SO;
reg SO;
reg [3:0]Reg4;
	always @(posedge Clock)
	begin:for_Local
		integer i;
		if(Clear)
			Reg4=4'b0;
		else
		begin
			if(Load)
				Reg4=Data_In;
			else
			begin
				SO=Reg4[3];
				for(i=3;i>=1;i=i-1)
			    begin
			    	Reg4[i]=Reg4[i-1];
			    end
			    Reg4[0]=0;
			end
		end			
	end
endmodule
File: /design/flow/run.sh
#!/bin/bash
# OpenROAD 26Q1-2900-gdf79404cd8, Yosys 0.63+post, stock flow scripts
make -C /OpenROAD-flow-scripts/flow DESIGN_CONFIG=/design/flow/config.mk WORK_HOME=/design/flow/orfs finish
==> Slide: Implementation Results <==
Key Metrics from the Run

Final layout
  • Top cell excl fill/tap: clkdlybuf4s50_1
  • Area grow syn2layout: 90.44%
  • Finished Layout Cells: ~70
  • Design Area, Final: 324.1 um2
  • Top cells excl fill/tap: 5 x clkdlybuf4s50_1, 4 x dfxtp_1, 4 x nor2_1
  • Layout cell share with drive strength beyond 1: 24.00%

Floorplan
  • Count of boundary I/O pins: 8
  • Core area: 0.003416 mm2
  • Row count: 21
  • Die H: ~80 um
  • Die area: between 0.006 and 0.007 mm2
  • Die span in x: 80 um
  • Floorplan Utilization: 4.982%

Detailed routing
  • Pre-Repair DR Iteration Count: 2
  • DRT iter0 DRCs: 8
  • DRT Wirelength: roughly 490 um
  • Via/cell ratio: 1.915
  • Post-route DRC: 0
  • WL per Instance: 6.944 um
  • Post-DRT Antenna Nets: 0
  • Vias: about 140
  • # diodes: 0

Yosys
  • Synthesized chip area reported by yosys: 170.2 um2
  • Register share after synthesis: 64.71%
  • Syn Area/Cell: 12.15 um2
  • Syn Std Cell Area: 170.2 um2
  • Cell taking the most area after synthesis: dfxtp_1
  • Post-synthesis cell count: 14
  • Dominant cell area share: ~47%
  • Ys flops: 5
  • Yosys Instances: 14
  • Top cells by area: dfxtp_1 47%, mux2i_1 18%, edfxtp_1 18%
  • Distinct lib cells: 6
  • YS warnings: 1

Power and ir drop
  • Comb power frac: about a tenth
  • LEAKAGE: 0.1308 nW
  • Net Sw Power: around 0.10 mW
  • PwrDens: 1559 mW/mm2
  • Internal: 0.4006 mW
  • Seq pwr share: 43.4%
  • Share of power burned in the clock network: 47.3%
  • Net Sw Frac: 20.70%
  • VDD IR max: between 0.0002 and 0.0003 V

Timing
  • Setup-failing EPs final: 0
  • Final period util: 88.69%
  • Clk_skew: 1.117 ps
  • RSZ-0062 raised after global routing: no
  • Rel. slew slack: 83.84%
  • Fmax: about 1100 MHz
  • Fin. Hold Viols: 0
  • Slew @ Worst Pin: 242.0 ps
  • Final min period: 886.9 ps
  • Max-slew violation count: 0

CTS
  • Hold Buf Count CTS: 0
  • CTS H-tree depth: 1
  • Root Buffer: clkbuf_4
  • CTS tree: built
  • Reg clk slew, reported paths: approximately 40 ps
  • Post-CTS Setup Inserts: 0
  • Max clock buf depth: 2
  • CTS buffer count: 3
  • Clock latency (worst-skew pair): 240 ps
  • CTS Sinks: 5

Placed design
  • Gp weighted congestion: 0.7284
  • DP Area: between 300 and 400 um2
  • IO buf count: 7
  • Placed insts: 67

Status
  • Status: finished clean

Setup path
  • Critical path peak fanout: 1
  • Req. time, crit path: 800 ps
  • R2r endpoint: Reg4[3]
  • Reg-to-reg startpoint: Reg4[2]
  • Worst path cell trace: clkbuf_2
  • Crit path from: SO
  • Buf/Inv on CP: 1
  • Slowest-stage cell, CP: edfxtp_1
  • Max stage delay on crit path: 340 ps
  • Worst r2r path cells: 2
  • CP top delay family: flip-flops
  • Critical path type: flip-flop to output port
  • Critical Path Source Type: flip-flop
  • CP Capture Point: SO
  • Critical path depth: 1
  • WP data arrival: 690 ps
  • CP Capture Type: output port
  • Reg2reg setup slack: 410 ps

GRT
  • Initial antenna violation count: 0
  • Vias in the first global route: 148
  • Global-route wire length before repair: between 700 and 800 um
  • Pin count of the biggest net entering global routing: 6
  • GRT Total Usage: 1.808%
  • Congestion Overflow GR: 0

Run
  • Log Warnings: 25
  • Max Cap Viol: 0

Worst hold path
  • Hold Path Class: input pin to flip-flop
==> stage by stage <==
step	utilization (%)	hold WS (ps)	worst slack (ps)	TNS, ps	power [mW]
after global routing	9.487	419.7	77.81	0	0.5324
after CTS	9.560	402.6	24.51	0	0.5121
after global placement	8.791	388.1	-158.3	-676.4	0.2695
after floorplan	-	272.4	264.7	0	0.2388
after detailed placement	8.791	391.9	-207.2	-893.9	0.2723
final	9.487	395.4	113.1	0	0.5051
==> synthesized netlist by cell type <==
cell and number:
mux2i_1 3, clkbuf_2 1, edfxtp_1 1, and3b_2 1
dfxtp_1 4, nor2_1 4
==> power by group through the flow <==
| stage | combinational, mW | sequential, mW | clock (mW) |
|---|---|---|---|
| CTS | 0.0492 | 0.219 | 0.244 |
| global route | 0.0535 | 0.220 | 0.259 |
| finish | 0.0472 | 0.219 | 0.239 |
==> cells by family after synthesis <==
group / Yosys count / synth area share, %
DFF: 5 / 64.71
muxes: 3 / 17.65
buffers and inverters: 1 / 2.938
and+or+nand+nor: 5 / 14.70
==> how the worst min path moves through the flow <==
| stage | from | to | cells past startpoint |
|---|---|---|---|
| global route | Reg4[3] | SO | 0 |
| CTS | Reg4[3] | SO | 0 |
| finish | Load | Reg4[1] | 3 |
==> cell type report <==
cell class              instances  area, um2
multi-input cells               8      55.05
fillers                       404       3092
repair buffers                  8      75.07
flip-flops and latches          5      110.1
clock buffers                   4      26.28
well taps                      46      57.56
==> flip-flops by register name, summed over array words and instances, names as in the netlist <==
name / cells
Reg4: 4
SO: 1
==> tightest hold or removal path: stages <==
cell	delay [ps]
dlymetal6s2s_1	210
mux2i_1	110
nor2_1	80
==> routing by layer <==
metal | GRT usage, % | wire length (um)
met4 | 0.1761 | 5
met5 | 0 | 0
met1 | 1.932 | 226
met2 | 1.846 | 137
met3 | 2.841 | 124
==> what timing repair did <==
action | CTS | global route
setup endpoints to repair | 1 | 2
pin swaps | 0 | 0
resized | 2 | 2
Power figures rest on the tool's default switching activity, not on a simulated workload.
