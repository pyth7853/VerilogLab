===== flow/run.sh =====
#!/bin/bash
# OpenROAD 26Q1-2900-gdf79404cd8, Yosys 0.63+post, stock flow scripts
make -C /OpenROAD-flow-scripts/flow DESIGN_CONFIG=/design/flow/config.mk WORK_HOME=/design/flow/orfs finish

===== flow/config.mk =====
export PLATFORM = sky130hd
export DESIGN_NAME = Counter6
export DESIGN_NICKNAME = Counter6
export VERILOG_FILES = /design/flow/design.v
export SDC_FILE = /design/flow/constraint.sdc
export NUM_CORES = 4
export LEC_CHECK = 1
export CORE_AREA = 10 10 72 72
export DIE_AREA = 0 0 82 82

===== flow/constraint.sdc =====
current_design Counter6

set clk_period 2.8
set clk_io_pct 0.2

create_clock -name clk0 -period $clk_period [get_ports {Clock}]

set non_clock_inputs [all_inputs -no_clocks]
set_input_delay [expr $clk_period * $clk_io_pct] -clock clk0 $non_clock_inputs
set_output_delay [expr $clk_period * $clk_io_pct] -clock clk0 [all_outputs]

===== flow/design.v =====
module Counter6(Clock,Reset,Load,Enable,Up_Down,Data_In,Out);
input Clock,Reset,Load,Enable,Up_Down;
input [7:0]Data_In;
output [7:0]Out;
reg [7:0]Out;
	always @(posedge Clock)
	begin
		if(Reset)
			Out=0;
		else
			if(Load)
				Out=Data_In;
			else
				if(Enable)
				begin
					if(Up_Down)
						Out=Out+1;
					else
						Out=Out-1;
				end
	end
endmodule

==> ci_impl_report.md <==
### Flow metrics

| Metric | Value |
|---|---|
| Number of DRC markers in iteration 0 | 52 |
| Yosys Warn Count | 1 |
| Grt ovf | 0 |
| Placed Area | around 970 um2 |
| Outcome | complete, no violations |
| Post-layout min period | 2.43 ns |
| Log Warnings | 25 |
| Post_cts resized | 0 |
| Initial antenna violation count | 0 |
| Final Hold Fails | 0 |
| Via/cell ratio | ~4.7 |
| Post-synth ARST share | 0% |
| Synth top cells by count | a21oi_1, dfxtp_1, nor2_1, ha_1, nor3b_1 |
| Pleak | approximately 0.37 nW |
| Die outline width | 82 um |
| Layout cells sized above 1 | between 10% and 20% |
| Setup TNS | 0 ns |
| Biggest area cells | dfxtp_1, a21oi_1, ha_1 |
| Flops out of synthesis | 8 |
| Inst Count DP | about 150 |
| I/O Buffers | 20 |
| Final core utilization | between 20% and 30% |
| Clk_skew | between 0.003 and 0.004 ns |
| Number of max-cap violations | 0 |
| Row count | 22 |
| Crit. End Element | flop |
| GR met3 Demand/Resource | 4.30% |
| Via Count | around 720 |
| Cell taking the most area after synthesis | dfxtp_1 |
| Slew Limit Fails | 0 |
| Hold crit path type | flop to flop |
| Critical Path RT | roughly 3 ns |
| EDFF count, synth | 0 |
| Max reg flops | 8 |
| Most common cell in the netlist | a21oi_1 |
| Post-route antenna net violation count | 0 |
| GR Layer Usage met2 | 8.31% |
| Clk Tree Root Cell | clkbuf_8 |
| Routability congestion estimate | slightly below 0.9 |
| Initial core utilization | 19.4% |
| GRT Overall Usage | under 10% |
| Cells after Synth | ~85 |
| Seq pwr share | 32.2% |
| Die y size | about 80 um |
| Main flop type | dfxtp_1 |
| Mapped Area | around 710 um2 |
| DR DRC count | 0 |
| Clock Latency Late Sink | 0.23 ns |
| RSZ-0062 raised after global routing | no |
| Clock-pin slew on the worst setup and hold paths | ~0.040 ns |
| Critical path, cell by cell | clkdlybuf4s50_1 > inv_1 > ha_1 > a211o_1 > a41oi_1 > mux2_2 > o211ai_1 |
| Yosys Instances | about 85 |
| Critical path fanouts, max | 7 |
| Design area | roughly 0.0010 mm2 |
| Pwr dens | about 420 mW/mm2 |
| Seq share, synth | around 22% |
| Post-Syn Area per Cell | 8.41 um2 |
| Worst path slowest cell | clkdlybuf4s50_1 |
| TritonCTS clock tree | yes |
| Vias in the first global route | just under 700 |
| Avg WL per Cell | between 10 and 15 um |
| CTS Sinks | 8 |
| Die area | slightly below 0.007 mm2 |
| Startpoint types | primary input |
| Setup violators final | 0 |
| Crit Path Class | primary input to flop |
| Diodes inserted | 0 |
| Synth-to-layout area growth | 41.7% |
| Fin crit share | between 80% and 90% |
| First-pass DRT Iterations | 4 |
| Layer with the highest usage | met2 |
| H-tree depth | 1 |
| Area share, top type | 22.4% |
| Ports | 21 |
| Worst Tran Pin Value | 0.364 ns |
| Internal power | around 0.30 mW |
| Post-CTS Setup Inserts | 0 |
| Inserted Clock Buffers | 3 |
| Sw Ratio | around 29% |
| Chip area estimate from yosys synthesis | roughly 700 um2 |
| WP data arrival | roughly 2.6 ns |
| Largest net degree at the start of global routing | 17 |
| Slew headroom | between 70% and 80% |
| Max IR drop VDD | between 200 and 250 uV |
| Fmax | a little over 0.4 GHz |
| Layout Cells excl Fill | about 160 |
| Met1 Track Usage GR | slightly above 8% |
| Final wirelength | roughly 2000 um |
| Synth cell types | 35 |
| Biggest cell delay along the critical path | roughly 0.50 ns |
| Sw power | about 0.12 mW |
| CTS max path bufs | 2 |
| Core Area | around 0.0037 mm2 |
| Hold WS | 0.679 ns |
| Gate power share | between 30% and 40% |
| CTS Hold Buffers Added | 0 |
| Detailed Place HPWL | between 1500 and 2000 um |
| Clk pwr share | roughly a third |
| First-pass GRT wire length | 3350 um |
## cells by family (layout without fill, tap and decap cells)
group / Yosys count / after routing / share of synthesized area, %
simple gates: 29 / 29 / 26.8
flops: 8 / 8 / 22.4
mux: 2 / 2 / 2.98
xor+xnor: 3 / 3 / 3.68
fa+ha+maj: 7 / 7 / 13.3
compound gates: 31 / 31 / 26.6
buf+inv: 5 / 27 / 4.20
## worst max-delay path, delay by kind of cell
kind	cells	cell delay, ns
muxes	1	0.35
buffers and inverters	2	0.66
AOI/OAI and AO/OA	3	0.68
adders and majority gates	1	0.33
## area by class of cell
cell class                      instances  area (um2)
Fill cell                             386        2680
Multi-Input combinational cell         72         524
Timing Repair Buffer                   23         223
Sequential cell                         8         160
Tap cell                               48        60.1
Clock buffer                            3        41.3
Inverter                                1        3.75
## per-layer routing
metal | vias to the layer above | share of wire (%)
li1 | 371 | -
met5 | - | 0
met1 | 323 | 47
met3 | 2 | 13
met4 | 0 | 0.25
met2 | 26 | 39
## cells in the final DEF, fill, tap and decap left out, types with 2 or more instances in the layout
cell type        Yosys  routed
o21a_1               4       4
nor2_1               8       8
clkdlybuf4s50_1      0      20
nand2_1              2       2
o21ai_1              2       2
or3b_2               2       2
o21ai_0              2       2
a211o_1              2       2
xnor2_1              3       3
o211ai_1             2       2
dfxtp_1              8       8
ha_1                 6       6
clkbuf_8             0       3
a211oi_1             2       2
nor3b_1              5       5
buf_4                1       3
a21oi_1             15      15
## worst paths after layout
check	from	endpoint	slack, ns	depth (start not counted)
worst max-delay path	Up_Down	Out[7]$_SDFFE_PP0P_	0.37	7
worst min-delay path	Out[2]$_SDFFE_PP0P_	Out[2]$_SDFFE_PP0P_	0.68	4
worst max register to register	Out[1]$_SDFFE_PP0P_	Out[7]$_SDFFE_PP0P_	1.05	5
worst min register to register	Out[2]$_SDFFE_PP0P_	Out[2]$_SDFFE_PP0P_	0.68	4
## power groups by stage
stage	Combinational, mW	Sequential (mW)	Clock [mW]
6_report	0.150	0.137	0.137
5_1_grt	0.169	0.138	0.151
4_1_cts	0.150	0.136	0.140
## metrics by stage
step | setup WS (ns) | power, mW
floorplan | 0.776 | 0.227
global placement | 0.203 | 0.285
detailed placement | 0.155 | 0.286
CTS | 0.366 | 0.427
global route | 0.243 | 0.458
finish | 0.367 | 0.424
Power is estimated from default activity; no workload was simulated.
